**/design/flow/config.mk**
```make
export PLATFORM = sky130hd
export DESIGN_NAME = acc
export DESIGN_NICKNAME = acc
export VERILOG_FILES = /design/flow/design.v
export SDC_FILE = /design/flow/constraint.sdc
export NUM_CORES = 4
export LEC_CHECK = 1
export CORE_AREA = 10 10 110 110
export DIE_AREA = 0 0 120 120
```
**/design/flow/constraint.sdc**
```tcl
current_design acc

set clk_period 6.5
set clk_io_pct 0.2

create_clock -name clk0 -period $clk_period [get_ports {clk}]

set non_clock_inputs [all_inputs -no_clocks]
set_input_delay [expr $clk_period * $clk_io_pct] -clock clk0 $non_clock_inputs
set_output_delay [expr $clk_period * $clk_io_pct] -clock clk0 [all_outputs]
```
**/design/flow/design.v**
```verilog
module acc #(parameter WIDTH = 32)(
input clk,
input rst,
input en,
input [7:0]in,
output reg[WIDTH-1:0] count
);
wire [15:0]extend_in;
assign extend_in={8'b0,in};
always@(posedge clk)
begin
	if(rst)
	count<=16'd0;
	else if(en)
	count<=count+in;
end
endmodule
```
**/design/flow/run.sh**
```bash
#!/bin/bash
# OpenROAD 26Q1-2900-gdf79404cd8, Yosys 0.63+post, stock flow scripts
make -C /OpenROAD-flow-scripts/flow DESIGN_CONFIG=/design/flow/config.mk WORK_HOME=/design/flow/orfs finish
```
==> impl_metrics.py <==
# Generated from Yosys and OpenROAD reports
metrics = {
    "sta": {
        "slew_headroom": 0.587,
        "tns_ns": 0,
        "hold_viol": 0,
        "setup_viol": 0,
        "fin_worst_skew_ns": 0.00905,
        "fmax_mhz": 264,
        "final_max_slew_viol_count": 0,
        "min_period_ns": 3.78,
        "rsz0062_at_grt": "no",
        "finalCritPeriodShare": 0.582,
        "worst_pin_slew_ns": 0.618,
    },
    "power_and_ir_drop": {
        "total_leakage_power_nw": 0.846,
        "ir_drop_mv": 0.115,
        "power_density_nw_per_um2": 213,
        "power_mw": 0.525,
    },
    "clock_tree": {
        "cts.clk_slew.worst_paths_ns": 0.07,
        "clockBufferDepth": 2,
        "cts_repair_resize_count": 0,
        "cts_setup_buffers": 0,
        "numCtsBuffers": 5,
        "root_buffer": "clkbuf_8",
        "clock_sinks": 32,
        "worstSkewPairLatency_ns": 0.29,
        "cts_tree": "built",
        "htree_levels": 2,
        "cts_hold_buf": 0,
    },
    "finish": {
        "reg_top3": "count: 32 flops",
        "largest_register_ffs": 32,
        "syn_to_final_growth_pct": 38.2,
        "regMostFlops": "count",
        "layout-drive-gt1-share": 0.0726,
    },
    "synth": {
        "yosysUniqueCellTypes": 44,
        "top_area_cell": "dfxtp_1",
        "yosys_cells": 205,
        "edf_count": 0,
        "ff_type": "dfxtp_1",
        "top_cells_by_area": "dfxtp_1 36%, a21oi_1 7.0%, ha_1 5.6%",
        "postSynthSeqShare": 0.360,
        "postSynthAreaPerCell_sq_um": 8.69,
        "yosys_warnings": 1,
        "netlist_area_sq_um": 1780,
        "yosys_area_sq_um": 1780,
        "top_area_frac": 0.360,
        "ys_async_sr_fraction": 0,
        "syn_inst": 205,
        "numSynthFlops": 32,
    },
    "global_routing": {
        "grt_usage": 0.0649,
        "grt_pass1_wl_um": 7770,
        "grt_max_degree": 36,
        "grt_pass1_vias": 1518,
        "globalRouteOverflowTotal": 0,
        "antenna_found_initial": 0,
    },
    "job": {
        "cap_violations": 0,
        "openroad.warnings": 25,
    },
    "place": {
        "gp_congestion": 0.821,
        "hpwl_um": 3520,
        "portBuffers": 42,
    },
    "status": {
        "status": "finished, final reports clean",
    },
    "setup_path": {
        "cpPeakStageDelay_ns": 0.59,
        "crit_chain": "clkdlybuf4s50_1 > ha_1 > fa_1 > a21o_1 > a221oi_2 > o21ba_1 > nor3b_1 > mux2_1",
        "crit_family": "AND-OR/OR-AND gates",
        "path_buffers": 1,
        "cp.required_ns": 6.68,
        "path_max_fanout": 21,
        "worstSetupPathType": "input pin to flop",
        "cp.arrival_ns": 3.96,
        "end_kind": "flop",
        "cpMaxStageDelayCell": "o21ba_1",
        "reg2reg_slack_ns": 3.84,
        "critical_path.startpoint_type": "input pin",
    },
    "detailed_routing": {
        "route.detailed.drc": 0,
        "via_per_inst": 4.38,
        "wl_um": 4800,
        "dr.pass1.iters": 4,
        "avgRoutedWirePerCell_um": 12.6,
        "ant_nets": 0,
        "drt_iter0_drc": 113,
        "via_count": 1669,
        "diodes": 0,
    },
    "hold_path": {
        "hp-class": "flop to flop",
    },
    "floorplanning": {
        "dieArea_sq_um": 14400,
        "io_pins": 43,
        "die_w_um": 120,
        "die_y_um": 120,
        "coreArea_sq_um": 9770,
        "fp_util": 0.182,
        "fp-row-count": 36,
    },
}
cell type report:
| type | count | area (sq um) |
|---|---|---|
| Fill cell | 1072 | 7310 |
| Multi-Input combinational cell | 162 | 1080 |
| Sequential cell | 32 | 641 |
| Timing Repair Buffer | 44 | 435 |
| Tap cell | 133 | 166 |
| Clock buffer | 7 | 96.3 |
| Clock inverter | 1 | 30.0 |
| Inverter | 2 | 7.51 |
worst register-to-register path: stages (launching register included):
cell and delay (ns):
dfxtp_1 0.32, ha_1 0.22, fa_1 0.41, a21o_1 0.22
a221oi_2 0.34, o21ba_1 0.60, nor3b_1 0.14, mux2_1 0.33
final timing paths:
path,startpoint,end,cells after the start
max,in[0],count[24],8
min,count[30],count[30],2
max reg2reg,count[0],count[24],7
min reg2reg,count[30],count[30],2
cell usage in the layout (no fill, tap or decap), types with 6 or more instances in the layout:
master,count
dfxtp_1,32
or4_1,6
or3_1,12
mux2i_1,6
clkbuf_8,7
nand3_1,9
o21ai_0,13
a21oi_1,25
clkdlybuf4s50_1,42
nor2_1,13
ha_1,8
o31ai_1,6
nand2_1,12
kinds of logic (layout without fill, tap and decap cells):
logic type | after synthesis | after routing | share of synthesized area
DFF | 32 | 32 | 0.360
AOI/OAI and AO/OA | 60 | 60 | 0.209
and+or+nand+nor | 77 | 77 | 0.245
buffers and inverters | 11 | 54 | 0.0309
muxes | 9 | 9 | 0.0527
xor gates and xnor gates | 7 | 7 | 0.0344
adders and majority gates | 9 | 9 | 0.0675
power breakdown:
group | total, mW | internal (mW) | switching [mW]
Combinational | 0.102 | 0.0515 | 0.0505
Sequential | 0.211 | 0.204 | 0.00707
Clock | 0.212 | 0.135 | 0.0763
Total | 0.525 | 0.391 | 0.134
synthesized netlist by cell type (4+ instances only):
cell and number:
or4_1 6, a21o_1 4, nand3_1 9, xnor2_1 5, ha_1 8, and3_1 5, mux2i_1 6, nand4_1 5
clkbuf_1 4, o21ai_0 13, nand2_1 12, a21oi_1 25, nor2_1 13, nor2b_1 4, o31ai_1 6, or3_1 12
dfxtp_1 32
layer usage:
layer / wire length [um] / part of all wire / track usage
met2: 1930 / 0.40 / 0.0898
met5: 0 / 0 / 0
met4: 48 / 0.010 / 0.00679
met3: 422 / 0.088 / 0.0267
met1: 2390 / 0.50 / 0.0952
per-stage QoR:
stage / cell area [sq um] / hold WS, ns / setup slack (ns) / std cells / utilization
floorplan: 1780 / 0.446 / 3.31 / 205 / -
global placement: 2330 / 0.483 / 2.49 / 373 / 0.239
detailed placement: 2330 / 0.495 / 2.41 / 373 / 0.239
CTS: 2460 / 0.507 / 2.71 / 381 / 0.252
global route: 2460 / 0.549 / 2.55 / 381 / 0.252
finish: 2460 / 0.507 / 2.72 / 381 / 0.252
No activity file was given, so power comes from the tool's default toggle rates.
