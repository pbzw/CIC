==> design.v <==
module ATE(clk,reset,pix_data,type,bin,threshold);
input clk;
input reset;
input [7:0] pix_data;
input type;
output  bin;
output [7:0] threshold;
wire [7:0]line_buffer_out_data,front_threshold;
wire [6:0]line_counter_count,encode;
wire [12:0]block_counter_count,acc_count;
wire ok;
front front(
.clk(clk),
.rst(reset),
.data(pix_data),
.out_data(line_buffer_out_data),
.threshold(front_threshold),
.pix64(ok)
);
 back back(
.clk(clk),
.rst(reset),
.en(ok),
.type(type),
.data(line_buffer_out_data),
.threshold(front_threshold),
.threshold_out(threshold),
.bin(bin)
);
endmodule
module back(
input clk,
input rst,
input en,
input type,
input [7:0]data,
input [7:0]threshold,
output [7:0]threshold_out,
output bin
);
wire line_clr;
wire [12:0]block_counter_count;
wire [6:0]encode,line_counter_count;
reg [7:0]buff_data,buff_data_1,buff_thresholdl;
assign ed=(line_counter_count==7'b1)|(line_counter_count==encode);
assign threshold_out=ed?8'd00:buff_thresholdl;
assign encode=type?7'd66:7'd6;
assign line_clr=(encode==line_counter_count)&en;
assign bin=(buff_data_1>=threshold_out)&(!ed);
up_counter #(.WIDTH (7)) line_counter(
.clk(clk),
.rst(rst),
.clr(line_clr),
.en(en),
.count(line_counter_count)
);
up_counter #(.WIDTH (13)) block_counter(
.clk(clk),
.rst(rst),
.clr(1'b0),
.en(en),
.count(block_counter_count)
);
always@(posedge clk)
begin
	buff_data <=data;
	buff_data_1<=buff_data;
	if(en)
	buff_thresholdl<=threshold;
end
endmodule
module front(
input clk,
input rst,
input [7:0]data,
output [7:0]out_data,
output [7:0]threshold,
output pix64
);
wire [7:0]max_counter_out_data,min_counter_out_data;
wire [8:0]add={1'b0,min_counter_out_data}+{1'b0,max_counter_out_data};
wire [6:0]data_counter_count;
assign pix64=(data_counter_count==7'd64);
assign threshold=(add[8:1]+{7'b0,add[0]});
line_buffer line_buffer(
.clk(clk),
.rst(rst),
.en(1'b1),
.data_in(data),
.data_out(out_data)
);
up_counter #(.WIDTH (7)) data_counter(
.clk(clk),
.rst(rst),
.clr(pix64),
.en(1'b1),
.count(data_counter_count)
);
max_counter #(.WIDTH (8)) max_counter(
.clk(clk),
.rst(rst),
.clr(pix64),
.in_data(data),
.out_data(max_counter_out_data)
);
min_counter #(.WIDTH (8)) min_counter(
.clk(clk),
.rst(rst),
.clr(pix64),
.in_data(data),
.out_data(min_counter_out_data)
);
endmodule
module line_buffer(
input clk,
input rst,
input en,
input [7:0]data_in,
output [7:0]data_out
);
reg [7:0]mem[0:63];
wire [5:0]write_counter_count,read_counter_count;
assign data_out=mem[(read_counter_count+6'b1)];
up_counter #(.WIDTH (6)) write_counter(
.clk(clk),
.rst(rst),
.clr(1'b0),
.en(en),
.count(write_counter_count)
);
up_counter #(.WIDTH (6)) read_counter(
.clk(clk),
.rst(rst),
.clr(1'b0),
.en(en),
.count(read_counter_count)
);
always @(posedge clk)
begin
mem[write_counter_count]<=data_in;
end
endmodule
module max_counter #(parameter WIDTH = 32)(
input clk,
input rst,
input en,
input clr,
input [7:0]in_data,
output reg[WIDTH-1:0] out_data
);
parameter zero={(WIDTH){1'b0}};
always@(posedge clk)
begin
	if(rst)
	out_data<=zero;
	else if(clr)
	out_data<=(in_data>zero)?in_data:zero;
	else if(out_data<in_data)
	out_data<=in_data;
end
endmodule
module min_counter #(parameter WIDTH = 32)(
input clk,
input rst,
input clr,
input [7:0]in_data,
output reg[WIDTH-1:0] out_data
);
parameter zero={(WIDTH){1'b1}};
always@(posedge clk)
begin
	if(rst)
	out_data<=zero;
	else if(clr)
	out_data<=(in_data<zero)?in_data:zero;
	else if(out_data>in_data)
	out_data<=in_data;
end
endmodule
module add_counter #(parameter WIDTH = 32)(
input clk,
input rst,
input en,
input [7:0]data_in_1,
input [7:0]data_in_2,
output reg[WIDTH-1:0] count
);
parameter zero={(WIDTH){1'b0}};
always@(posedge clk)
begin
	if(rst)
	count<=zero;
	else if(en)
	count<=((data_in_2+data_in_1)>>1);
end
endmodule
==> run.sh <==
#!/bin/bash
# OpenROAD 26Q1-2900-gdf79404cd8, Yosys 0.63+post, stock flow scripts
make -C /OpenROAD-flow-scripts/flow DESIGN_CONFIG=/design/flow/config.mk WORK_HOME=/design/flow/orfs finish
==> config.mk <==
export PLATFORM = sky130hd
export DESIGN_NAME = add_counter
export DESIGN_NICKNAME = add_counter
export VERILOG_FILES = /design/flow/design.v
export SDC_FILE = /design/flow/constraint.sdc
export NUM_CORES = 4
export LEC_CHECK = 1
export CORE_AREA = 10 10 70 70
export DIE_AREA = 0 0 80 80
==> constraint.sdc <==
current_design add_counter

set clk_period 4.1
set clk_io_pct 0.2

create_clock -name clk0 -period $clk_period [get_ports {clk}]

set non_clock_inputs [all_inputs -no_clocks]
set_input_delay [expr $clk_period * $clk_io_pct] -clock clk0 $non_clock_inputs
set_output_delay [expr $clk_period * $clk_io_pct] -clock clk0 [all_outputs]
==> impl_metrics.yaml <==
# implementation run metrics
die:
  die_y_um: 80
  floorplan.core_util_pct: 23.1
  die_w_um: 80
  die_area_um2: 6400
  io_pins: 51
  core_um2: 3420
  row_count: 21
job:
  warnings: 25
  cap_violations: 0
yosys:
  async_flop_share_pct: 0
  ys_area_um2: 790
  synth_top_area_share_pct: 22.8
  ys_seq_share_pct: 20.3
  yosysUniqueCellTypes: 32
  yosys_most_used_dff: "dfxtp_1"
  ys.flops: 8
  top_cells_by_area: "buf_4 23%, dfxtp_1 20%, ha_1 11%"
  ys_cells: 96
  avgSynthCellArea_um2: 8.22
  yosys_warnings: 1
  synth_cells: 96
  edf_count: 0
  top_area_cell: "buf_4"
  syn-cell-area_um2: 790
cells_and_area:
  synthToLayoutAreaGrowth_pct: 30.0
  mostFrequentLayoutCell: "clkdlybuf4s50_1"
  fillers: 375
  final_cell_mix: "26 x clkdlybuf4s50_1, 24 x conb_1, 8 x dfxtp_1, 7 x ha_1"
  reg_top3: "count: 8 flops"
  largest_reg_flops: 8
  top_register: "count"
  drive_above_1_share_pct: 7.38
  post-route-util_pct: 30.0
critical_path:
  path_class: "in -> reg"
  end_kind: "flip-flop"
  crit_path_max_fanout: 3
  critical_path_required_ps: 4230
  arrival_ps: 2620
  critical_path.startpoint_type: "input pin"
sta:
  setup_viol: 0
  fin_crit_sh_pct: 60.7
  final_hold_viol_count: 0
  min_period_ps: 2490
  setup_tns_ps: 0
  clock.fmax_mhz: 402
  grt_setup_unrepaired: "false"
  fin_worst_skew_ps: 0
  slew_viol_final: 0
global_routing:
  antenna_found_initial: 0
  grt_pass1_wl_mm: 3.10
  first_global_vias: 707
  grtUsageMet2_pct: 9.23
  grt_use_total_pct: 5.79
  overflow: 0
  grtUsageMet3_pct: 2.95
  grt_max_degree: 11
  top_usage_layer: "met2"
  grt_use_met1_pct: 6.99
cts:
  clk_pin_slew_ps: 60
  cts.hold.buffers_added: 0
  cts_max_level: 1
  cts_sinks: 8
  postCtsSetupBuffers: 0
  post_cts_resized: 0
  clk_latency_ps: 250
  cts_buffers: 3
  cts-root-buf: "clkbuf_4"
  clock_path_buffers: 2
  cts_tree: "done"
drt:
  drt_wl_total_mm: 2.00
  postRouteAntennaNets: 0
  num_vias: 679
  drc: 0
  wire_per_inst_um: 11.9
  drt_first_pass_iters: 4
  via_per_inst: 4.04
  antennaDiodeCount: 0
  drt_iter0_drc: 44
place:
  dp_hpwl_mm: 1.73
  gp_congestion: 0.755
  numPortBuffers: 26
worst_hold_path:
  holdCritPathClass: "reg -> reg"
status:
  status: "finished, final reports clean"
power:
  p_leak_uw: 0.000429
  powerDensity_nw_per_um2: 230
  peakVddDrop_mv: 0.0705
[synthesized netlist by cell type, types with 2 or more instances]
cell type	n
o21ai_0	6
nand2_1	5
a211oi_2	2
a21oi_1	6
buf_2	2
nand3_1	3
nor2_1	6
inv_1	2
ha_1	7
buf_4	24
a211oi_1	2
nor3_1	3
dfxtp_1	8
o21a_1	2
[cells by family after synthesis]
| family | share of synthesized area (%) |
|---|---|
| flops | 20.3 |
| xor+xnor | 1.11 |
| buf+inv | 25.5 |
| mux | 1.27 |
| other cells | 0.475 |
| compound gates | 24.6 |
| simple gates | 13.2 |
| fa+ha+maj | 13.6 |
[metal layers]
metal | routed length [um] | share of wire, %
met4 | 31 | 1.6
met3 | 237 | 12
met1 | 852 | 43
met5 | 0 | 0
met2 | 878 | 44
[worst paths after layout]
| check | cells after the start | end | start | slack [ps] |
|---|---|---|---|---|
| min | 2 | count[2] | count[2] | 460 |
| max | 7 | count[5] | data_in_1[0] | 1610 |
| max reg2reg | 1 | count[6] | count[6] | 3380 |
| min reg2reg | 2 | count[2] | count[2] | 460 |
[worst max-delay path, stage by stage]
cell and delay, ps:
clkdlybuf4s50_1 440, and2_1 180, fa_1 430, a211oi_2 300, o21bai_1 110, a211oi_1 240, o41ai_1 100
[power by group]
group          internal, uW  switching [uW]
Combinational          49.8            36.8
Sequential             85.4            3.88
Clock                  33.5            26.2
Total                   169            66.9
[metrics by stage]
stage | instances | setup WS, ps | instance area [um^2] | hold slack, ps | power (uW)
3_5_place_dp | 165 | 1340 | 1000 | 456 | 179
2_1_floorplan | 119 | 1910 | 876 | 426 | 151
3_3_place_gp | 165 | 1380 | 1000 | 456 | 179
6_report | 168 | 1610 | 1030 | 461 | 236
4_1_cts | 168 | 1600 | 1030 | 464 | 239
5_1_grt | 168 | 1480 | 1030 | 494 | 254
[layout make-up]
| class | count | area, um^2 | area share (%) |
|---|---|---|---|
| clock buffers | 3 | 22.5 | 2.20 |
| inverters | 3 | 11.3 | 1.10 |
| repair buffers | 26 | 260 | 25.4 |
| flip-flops and latches | 8 | 160 | 15.6 |
| multi-input cells | 82 | 514 | 50.1 |
| well taps | 46 | 57.6 | 5.61 |
Power and IR drop assume default switching activity.
