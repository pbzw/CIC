File: ./design.v
module ATE(clk,reset,pix_data,type,bin,threshold);
input clk;
input reset;
input [7:0] pix_data;
input type;
output  bin;
output [7:0] threshold;
wire [7:0]line_buffer_out_data,front_threshold;
wire [6:0]line_counter_count,encode;
wire [12:0]block_counter_count,acc_count;
wire ok;
front front(
.clk(clk),
.rst(reset),
.data(pix_data),
.out_data(line_buffer_out_data),
.threshold(front_threshold),
.pix64(ok)
);
 back back(
.clk(clk),
.rst(reset),
.en(ok),
.type(type),
.data(line_buffer_out_data),
.threshold(front_threshold),
.threshold_out(threshold),
.bin(bin)
);
endmodule
module back(
input clk,
input rst,
input en,
input type,
input [7:0]data,
input [7:0]threshold,
output [7:0]threshold_out,
output bin
);
wire line_clr;
wire [12:0]block_counter_count;
wire [6:0]encode,line_counter_count;
reg [7:0]buff_data,buff_data_1,buff_thresholdl;
assign ed=(line_counter_count==7'b1)|(line_counter_count==encode);
assign threshold_out=ed?8'd00:buff_thresholdl;
assign encode=type?7'd66:7'd6;
assign line_clr=(encode==line_counter_count)&en;
assign bin=(buff_data_1>=threshold_out)&(!ed);
up_counter #(.WIDTH (7)) line_counter(
.clk(clk),
.rst(rst),
.clr(line_clr),
.en(en),
.count(line_counter_count)
);
up_counter #(.WIDTH (13)) block_counter(
.clk(clk),
.rst(rst),
.clr(1'b0),
.en(en),
.count(block_counter_count)
);
always@(posedge clk)
begin
	buff_data <=data;
	buff_data_1<=buff_data;
	if(en)
	buff_thresholdl<=threshold;
end
endmodule
module front(
input clk,
input rst,
input [7:0]data,
output [7:0]out_data,
output [7:0]threshold,
output pix64
);
wire [7:0]max_counter_out_data,min_counter_out_data;
wire [8:0]add={1'b0,min_counter_out_data}+{1'b0,max_counter_out_data};
wire [6:0]data_counter_count;
assign pix64=(data_counter_count==7'd64);
assign threshold=(add[8:1]+{7'b0,add[0]});
line_buffer line_buffer(
.clk(clk),
.rst(rst),
.en(1'b1),
.data_in(data),
.data_out(out_data)
);
up_counter #(.WIDTH (7)) data_counter(
.clk(clk),
.rst(rst),
.clr(pix64),
.en(1'b1),
.count(data_counter_count)
);
max_counter #(.WIDTH (8)) max_counter(
.clk(clk),
.rst(rst),
.clr(pix64),
.in_data(data),
.out_data(max_counter_out_data)
);
min_counter #(.WIDTH (8)) min_counter(
.clk(clk),
.rst(rst),
.clr(pix64),
.in_data(data),
.out_data(min_counter_out_data)
);
endmodule
module line_buffer(
input clk,
input rst,
input en,
input [7:0]data_in,
output [7:0]data_out
);
reg [7:0]mem[0:63];
wire [5:0]write_counter_count,read_counter_count;
assign data_out=mem[(read_counter_count+6'b1)];
up_counter #(.WIDTH (6)) write_counter(
.clk(clk),
.rst(rst),
.clr(1'b0),
.en(en),
.count(write_counter_count)
);
up_counter #(.WIDTH (6)) read_counter(
.clk(clk),
.rst(rst),
.clr(1'b0),
.en(en),
.count(read_counter_count)
);
always @(posedge clk)
begin
mem[write_counter_count]<=data_in;
end
endmodule
module max_counter #(parameter WIDTH = 32)(
input clk,
input rst,
input en,
input clr,
input [7:0]in_data,
output reg[WIDTH-1:0] out_data
);
parameter zero={(WIDTH){1'b0}};
always@(posedge clk)
begin
	if(rst)
	out_data<=zero;
	else if(clr)
	out_data<=(in_data>zero)?in_data:zero;
	else if(out_data<in_data)
	out_data<=in_data;
end
endmodule
module min_counter #(parameter WIDTH = 32)(
input clk,
input rst,
input clr,
input [7:0]in_data,
output reg[WIDTH-1:0] out_data
);
parameter zero={(WIDTH){1'b1}};
always@(posedge clk)
begin
	if(rst)
	out_data<=zero;
	else if(clr)
	out_data<=(in_data<zero)?in_data:zero;
	else if(out_data>in_data)
	out_data<=in_data;
end
endmodule
module add_counter #(parameter WIDTH = 32)(
input clk,
input rst,
input en,
input [7:0]data_in_1,
input [7:0]data_in_2,
output reg[WIDTH-1:0] count
);
parameter zero={(WIDTH){1'b0}};
always@(posedge clk)
begin
	if(rst)
	count<=zero;
	else if(en)
	count<=((data_in_2+data_in_1)>>1);
end
endmodule
module up_counter #(parameter WIDTH = 32)(
input clk,
input rst,
input en,
input clr,
output reg[WIDTH-1:0] count
);
parameter zero={(WIDTH){1'b0}};
always@(posedge clk)
begin
	if(rst)
	count<=zero;
	else if(clr)
	count<={{(WIDTH-1){1'b0}},1'b1};
	else if(en)
	count<=count+{{WIDTH-1{1'b0}},1'b1};
end
endmodule
File: ./run.sh
#!/bin/bash
# OpenROAD 26Q1-2900-gdf79404cd8, Yosys 0.63+post, stock flow scripts
make -C /OpenROAD-flow-scripts/flow DESIGN_CONFIG=/design/flow/config.mk WORK_HOME=/design/flow/orfs finish
File: ./config.mk
export PLATFORM = sky130hd
export DESIGN_NAME = ATE
export DESIGN_NICKNAME = ATE
export VERILOG_FILES = /design/flow/design.v
export SDC_FILE = /design/flow/constraint.sdc
export NUM_CORES = 4
export LEC_CHECK = 1
export CORE_UTILIZATION = 40
File: ./constraint.sdc
current_design ATE

set clk_period 10.0
set clk_io_pct 0.2

create_clock -name clk0 -period $clk_period [get_ports {clk}]

set non_clock_inputs [all_inputs -no_clocks]
set_input_delay [expr $clk_period * $clk_io_pct] -clock clk0 $non_clock_inputs
set_output_delay [expr $clk_period * $clk_io_pct] -clock clk0 [all_outputs]
==> run notes <==
Purpose: to document the outcome of synthesis and place and route.

Pwr
The total leakage power is 8.49 nW. The worst-case vdd ir drop is 151 uV. The switching component of the power was reported as roughly 0.0012 W.

The power report attributes to the sequential group a share of 0.509. The total internal power is between 0.004 and 0.005 W. Of the total power, the share spent switching nets is 0.233.

The flow reported a cell area power density of 202 nW/um^2. The share of total power dissipated in combinational logic is 0.098. The clock network fraction of total power is 0.393.

Worst setup path
The arrival time at the worst endpoint is 4.59 ns. The number of buffer and inverter stages on the critical path is 2. The beginning of the worst register-to-register path is front.line_buffer.read_counter.count[0]. At the worst endpoint, the required time is roughly 8 ns.

In this run the critical path is formed by clkdlybuf4s50_1 > nand2b_1 > o21ai_0 > nand3_1 > and2_1 > nand2_1 > ha_1 > a21o_1 > a21oi_1 > nor2b_1 > o2111ai_1 > a21oi_1 > clkdlybuf4s50_1. The critical path capture point type is a primary output. The critical path in this run is classified as in -> out. For this run, the slowest stage of the critical path takes 0.47 ns. The critical path maximum fanout is 8.

In this run the worst setup path begins at type. The master of the slowest instance on the critical path is clkdlybuf4s50_1. The critical path's top delay family is buffers and inverters. The startpoint type of the worst setup path is an input port.

Placement
The worst setup slack after placement is between 3 and 4 ns. The half-perimeter wire length after detailed placement is 30900 um. Per the gpl log, the routability congestion estimate is 0.927. The placement report lists the number of port buffers as 19.

Route
The initial detailed-routing violation count is 692. The number of inserted diodes is 0. In the final routed layout, each cell accounts on average for 23.0 um. The remaining antenna violation count is 0. The number of detailed-route iterations in the first pass is 5. The number of vias in the routed layout is 11967. The DRC violation count after routing is 0. Dividing the detail-routed via count by the number of cells gives 5.41. The detailed router reported a total wirelength of 50900 um.

Floorplan
Measured along the y axis, the die boundary spans 245 um. The floorplan step defined a core boundary enclosing 57900 um^2. After floorplanning, the core was divided into 88 placement rows.

The effective utilization at floorplan is 0.406. The horizontal die size is 245 um. The top-level I/O count is 20. The die covers 59800 um^2.

STA
Setup repair after global routing left no endpoint under its margin. The number of endpoints with negative hold slack in the final report is 0. After layout, the setup clock skew is reported as between 0.02 and 0.03 ns. The accumulated negative setup slack is 0 ns.

The final-report max-slew violation count is 0. The number of setup violations in the final report is 0. Of the available clock period, the critical path in the final layout requires 0.659. The worst max-slew margin expressed relative to the limit is 0.375. Timing would allow up to approximately 150 MHz.

Looking at the max-slew report, the worst-margin pin has a slew of 0.934 ns. The minimum period implied by the final worst setup slack is 6.59 ns. The least setup slack across all paths after layout is 3.41 ns.

Synthesis
Before any placement, the netlist area is recorded as ~24000 um^2. Synthesis inferred 578 register bits. Counting distinct cell types in the post-synthesis netlist gives 57. The number of warnings reported in the yosys synthesis log is 8.

According to the Yosys statistics, the synthesized design has a chip area of ~24000 um^2. By area the synthesized netlist is led by edfxtp_1 66%, mux4_2 12%, dfxtp_1 4.9%. The number of enable flip-flop cells is 520.

The dominant synthesized flop cell is edfxtp_1. The mean area per synthesized cell is 17.3 um^2. The number of cells reported by Yosys stat comes to 1360.

Looking at area per cell type in the netlist, the leader is edfxtp_1. The sequential share of the synthesized area is 0.713. The area fraction of the largest cell type after synthesis is 0.664. The synthesis report gives the async set-or-reset register share as 0. The library cell with the highest instance count after synthesis is edfxtp_1. The cell count after synthesis came out at 1360. Sorting the synthesized cells by how often they occur yields 520 x edfxtp_1, 170 x nor2_1, 128 x mux4_2, 99 x nand2_1, 58 x dfxtp_1.

Global routing
The initial antenna violation count was 5. The global-route wire length before repair is roughly 78000 um. The global-route met2 utilization is 0.283. Entering global routing, the biggest net connects 67 pins. The overall global routing resource usage is 0.191. The via count of the first global-routing pass is 12707. The layer flagged by global routing as most heavily used is met2. The aggregate global routing overflow is 0.

Routing resource usage on met3 recorded by global route was 0.101. The global-route met1 utilization is 0.273.

Clock network
The total clock buffers created by CTS is roughly 58. The post-CTS resize count is 0. After clock tree synthesis, the clock-pin slew on the worst setup and hold paths is ~0.06 ns. The later pin in the worst-skew pair is clocked with a latency of 0.63 ns. The TritonCTS clock tree is done. The H-tree depth is 2. The number of hold-repair buffers added at the cts stage is 0.

The count of clock tree sinks is 578. In this run the clock root is driven by a clkbuf_16. Looking at the post-CTS report, the setup buffer insertion count equals 0. The longest clock path from root to sink contains 3 buffers.

Run
Per the run summary, max-cap violations total 0. The logs give a warning total of 28.

Worst hold path
The start point of the worst hold path is back.buff_data[5]. The path class of the tightest hold or removal check is reg -> reg.

Final layout
Per the final layout report, the fraction of cells sized above drive strength 1 comes to 0.192. The synthesis-to-layout area growth is 11.7%.

Status
The flow ran to the end, and the final reports show no timing, DRC or antenna violations.
==> layout by cell type (no fill, tap or decap), types with 13 or more instances in the layout <==
| cell | count |
|---|---|
| a211oi_1 | 14 |
| a21oi_1 | 20 |
| and3_1 | 17 |
| buf_4 | 26 |
| clkbuf_1 | 14 |
| clkbuf_16 | 59 |
| clkinv_1 | 13 |
| clkinv_2 | 15 |
| dfxtp_1 | 57 |
| edfxtp_1 | 520 |
| ha_1 | 39 |
| inv_1 | 25 |
| mux4_2 | 128 |
| nand2_1 | 99 |
| nand3_1 | 37 |
| nor2_1 | 170 |
| o21ai_0 | 16 |
| xor2_1 | 15 |
==> worst paths after layout <==
check	to	slack (ns)	cells past startpoint
worst max-delay path	bin	3.41	13
worst min-delay path	back.buff_data_1[5]	0.33	0
worst max register to register	back.buff_data[7]	5.96	9
worst min register to register	back.buff_data_1[5]	0.33	0
==> power by group through the flow <==
stage                 Sequential [W]  Clock, W  Combinational, W
after CTS                    0.00270   0.00213          0.000531
after global routing         0.00271   0.00222          0.000570
final                        0.00270   0.00209          0.000522
==> sequential cells by signal, summed over array words and instances (netlist names) <==
| register | cells |
|---|---|
| front.max_counter.out_data | 8 |
| back.buff_data_1 | 8 |
| front.line_buffer.read_counter.count | 6 |
| back.buff_thresholdl | 8 |
| back.line_counter.count | 7 |
| front.min_counter.out_data | 8 |
| front.data_counter.count | 7 |
| front.line_buffer.mem | 512 |
| back.buff_data | 8 |
| front.line_buffer.write_counter.count | 6 |
==> final cells by class <==
| class | instances | area, um^2 |
|---|---|---|
| fill | 4917 | 31600 |
| sequential | 578 | 16800 |
| clock inverter | 37 | 297 |
| multi-input combinational | 687 | 6280 |
| inverter | 25 | 93.8 |
| clock buffer | 73 | 1530 |
| timing repair buffer | 45 | 345 |
| tap | 765 | 957 |
==> through the flow <==
step	instances	hold WS, ns	total power, W	instance area [um^2]	utilization
floorplan	1360	0.310	0.00310	23500	-
global placement	2100	0.316	0.00328	24500	0.422
detailed placement	2100	0.312	0.00328	24500	0.422
CTS	2210	0.327	0.00536	26300	0.454
global route	2210	0.333	0.00550	26300	0.454
finish	2210	0.326	0.00531	26300	0.454
==> kinds of logic (layout without fill, tap and decap cells) <==
group / after synthesis / after routing / share of synthesized area
compound gates: 108 / 108 / 0.0353
xor+xnor: 28 / 28 / 0.0114
fa+ha+maj: 41 / 41 / 0.0221
buf+inv: 95 / 180 / 0.0215
flops: 578 / 578 / 0.713
mux: 136 / 136 / 0.126
simple gates: 374 / 374 / 0.0706
==> metal layers <==
layer  share of wire  wire [um]  up-vias
li1                -          -     5384
met1            0.40      20200     6036
met2            0.47      23900      454
met3            0.11       5750       81
met4           0.019        964       12
met5          0.0022        112        -
No activity file was given, so power comes from the tool's default toggle rates.
