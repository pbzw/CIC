==> design/flow/design.v <==
module FIFO(
input clk,
input rst,
input put,
input get,
input [7:0]put_data,
output full,
output empty,
output allmost_full,
output allmost_empty,
output [7:0]get_data
);
reg [7:0]mem[0:511];
wire [8:0]write_address;
wire [8:0]read_address;
wire [8:0]data_count;
assign get_data=mem[read_address];
assign full=(data_count>=9'd16);
assign allmost_full=(data_count>=9'd15);
assign empty=(data_count==9'd0);
assign allmost_empty=(9'd1>=data_count);
 up_counter_9bits write_address_count(
.clk(clk),
.rst(rst),
.en(put),
.count(write_address)
);
 up_counter_9bits read_address_count(
.clk(clk),
.rst(rst),
.en(get),
.count(read_address)
);
acc_counter_9bits data_counter(
.clk(clk),
.rst(rst),
.add(put),
.sub(get),
.count(data_count)
);
always @(posedge clk)
begin
	if(put)
	mem[write_address]=put_data;
end
endmodule
module up_counter_9bits(
input clk,
input rst,
input en,
output reg[8:0] count
);
always@(posedge clk,posedge rst)
begin
	if(rst)
	count<=9'd0;
	else if(en)
	count<=count+9'b1;
end
endmodule
module acc_counter_9bits(
input clk,
input rst,
input add,
input sub,
output reg[8:0] count
);
reg [8:0]count_new;
always@(posedge clk,posedge rst)
begin
	if(rst)
	count<=9'd0;
	else 
	count<=count_new;
end
always@(*)
begin
	case({add,sub})
	2'b00:count_new<=count;
	2'b01:count_new<=count-9'd1;
	2'b10:count_new<=count+9'd1;
	2'b11:count_new<=count;
	default
	count_new<=count;
	endcase
end
endmodule
`timescale 1ns/100ps
module NFC(clk, rst, done, F_IO_A, F_CLE_A, F_ALE_A, F_REN_A, F_WEN_A, F_RB_A, F_IO_B, F_CLE_B, F_ALE_B, F_REN_B, F_WEN_B, F_RB_B);
  input clk;
  input rst;
  output done;
  inout [7:0] F_IO_A;
  output F_CLE_A;
  output F_ALE_A;
  output F_REN_A;
  output F_WEN_A;
  input  F_RB_A;
  inout [7:0] F_IO_B;
  output F_CLE_B;
  output F_ALE_B;
  output F_REN_B;
  output F_WEN_B;
  input  F_RB_B;
  wire allmost_full,data_get,allmost_empty;
  wire read_data_valid,empty,busy;
  wire [7:0]read_data;
  wire [7:0]write_data;
Nnad_flash_reader a(
 .clk(clk),
 .rst(rst),
 .F_IO_A(F_IO_A),
 .F_CLE_A(F_CLE_A),
 .F_ALE_A(F_ALE_A),
 .F_REN_A(F_REN_A),
 .F_WEN_A(F_WEN_A),
 .F_RB_A(F_RB_A),
 .valid(read_data_valid),
 .data(read_data),
 .wait_(allmost_full)
 );
FIFO FIFO_1(
.clk(clk),
.rst(rst),
.put(read_data_valid),
.get(data_get),
.put_data(read_data),
.full(),
.empty(empty),
.allmost_full(allmost_full),
.allmost_empty(allmost_empty),
.get_data(write_data)
);
 Nnad_flash_writer b(
 .clk(clk),
 .rst(rst),
 .en(!empty),
 .F_IO_B(F_IO_B),
 .F_CLE_B(F_CLE_B),
 .F_ALE_B(F_ALE_B),
 .F_REN_B(F_REN_B),
 .F_WEN_B(F_WEN_B),
 .F_RB_B(F_RB_B),
 .data_get(data_get),
 .data(write_data),
 .done(done)
 );
  endmodule
module Nnad_flash_reader(
  input clk,
  input rst,
  inout [7:0] F_IO_A,
  input wait_,
  output [7:0]data,
  output valid,
  output F_CLE_A,
  output F_ALE_A,
  output F_REN_A,
  output F_WEN_A,
  input  F_RB_A
 );
 wire com_en,address_en_0,address_en_1,address_en_2;
 wire [23:0]address;
 wire [7:0]comand;
Nnad_flash_reader_state_machine state(
.clk(clk),
.rst(rst),
.wait_(wait_), 
.F_CLE_A(F_CLE_A),
.F_ALE_A(F_ALE_A),
.F_REN_A(F_REN_A),
.F_WEN_A(F_WEN_A),
.F_RB_A(F_RB_A),
.com_en(com_en),
.data_en(data_valid),
.address_en_0(address_en_0),
.address_en_1(address_en_1),
.address_en_2(address_en_2),
.address_count(address)
 );
 tri_con a(
.data_to_nand(F_IO_A),
.com_en(com_en),
.address_en_0(address_en_0),
.address_en_1(address_en_1),
.address_en_2(address_en_2),
.address(address)
 );
 reg_8_bit bit_8(
.clk(clk),
.rst(rst),
.en(data_valid),
.data_in(F_IO_A),
.data(data),
.valid(valid)
 );
 endmodule
 module tri_con(
  input com_en,
  input address_en_0,
  input address_en_1,
  input address_en_2,
  input [23:0]address,
  inout [7:0]data_to_nand
 );
 assign data_to_nand=com_en?{7'b0,address[8]}:8'bzzzzzzzz;
 assign data_to_nand=address_en_0?address[7:  0]:8'bzzzzzzzz;
 assign data_to_nand=address_en_1?address[16: 9]:8'bzzzzzzzz;
 assign data_to_nand=address_en_2?{7'b0,address[17]}:8'bzzzzzzzz;
 endmodule
  module reg_8_bit(
  input clk,
  input rst,
  input en,
  input [7:0]data_in,
  output reg valid,
  output reg [7:0]data
 );
  always@(posedge clk,posedge rst)
 begin
	if(rst)
	data<=8'd0;
	else if(en)
	data<=data_in;
 end
   always@(posedge clk,posedge rst)
 begin
	if(rst)
	valid<=0;
	else 
	valid<=en;
 end
 endmodule
module Nnad_flash_reader_state_machine(
  input clk,
  input rst,
  input wait_,
  output F_CLE_A,
  output F_ALE_A,
  output F_REN_A,
  output F_WEN_A,
  output com_en,
  output address_en_0,
  output address_en_1,
  output address_en_2,
  output data_en,
  output [23:0]address_count,
  input  F_RB_A
 );
 reg [4:0]state,next;
 wire count_en;
 parameter idle=5'd0;
 parameter cmd_stage_1=5'b00001;
 parameter cmd_stage_2=5'b00010;
 parameter cmd_stage_3=5'b00011;
 parameter test =5'b00100;
 parameter ads_stage_1=5'b01100;
 parameter ads_stage_2=5'b01101;
 parameter ads_stage_3=5'b01110;
 parameter ads_stage_4=5'b01111;
 parameter ads_stage_5=5'b01000;
 parameter ads_stage_6=5'b01001;
 parameter ads_stage_7=5'b01010;
 parameter ads_stage_8=5'b01011;
 parameter dr_stage_1=5'b10000;
 parameter dr_stage_2=5'b10001;
 parameter dr_stage_3=5'b10010;
 parameter dr_stage_4=5'b10011;
 parameter fininsh=5'b11000;
 assign F_CLE_A=(state==cmd_stage_1)|(state==cmd_stage_2)|(state==cmd_stage_3);
 assign F_ALE_A=(state[4:3]==2'b01);
 assign F_WEN_A=!((state==cmd_stage_2)|(state==ads_stage_3)|(state==ads_stage_5)|(state==ads_stage_7)|(state==idle)|(state==cmd_stage_1));
 assign F_REN_A=!(state==dr_stage_3);
 assign count_en=!F_REN_A;
 assign com_en=(state==cmd_stage_2)|(state==cmd_stage_3);
 assign address_en_0=(state==ads_stage_3)|(state==ads_stage_4);
 assign address_en_1=(state==ads_stage_5)|(state==ads_stage_6);
 assign address_en_2=(state==ads_stage_7)|(state==ads_stage_8);
 assign data_en=(state==dr_stage_3);
 count_24_bit cnt (
 .clk(clk),
 .rst(rst),
 .count(address_count),
 .en(count_en)
 );
 always@(posedge clk,posedge rst)
 begin
	if(rst)
	state<=idle;
	else
	state<=next;
 end
 always@(*)
 begin
	case(state)
   idle	 	  :begin
					if(address_count>=24'h3ffff)
					next= fininsh;
					else
					next=cmd_stage_1;
					end
	cmd_stage_1:next=cmd_stage_2;
	cmd_stage_2:next=cmd_stage_3;
	cmd_stage_3:next=ads_stage_1;
	ads_stage_1:next=ads_stage_2;
	ads_stage_2:next=ads_stage_3;
	ads_stage_3:next=ads_stage_4;
	ads_stage_4:next=ads_stage_5;
	ads_stage_5:next=ads_stage_6;
	ads_stage_6:next=ads_stage_7;
	ads_stage_7:next= ads_stage_8;
	ads_stage_8:begin
					if(F_RB_A)
					next= dr_stage_1;
					else
					next= ads_stage_8;
					end
	dr_stage_1:next= dr_stage_2;
	dr_stage_2:next= dr_stage_3;
	dr_stage_3:next= dr_stage_4;
	dr_stage_4:begin
					if(wait_)
					next=dr_stage_4;
					else if(address_count[8:0]!=9'd0)
					next= dr_stage_1;
					else
					next= idle;
				  end
	fininsh :next=fininsh;
	default
	next=idle;
	endcase
 end
 endmodule
 module count_24_bit(
  input clk,
  input rst,
  input en,
  output reg [23:0]count
 );
  always@(posedge clk,posedge rst)
 begin
	if(rst)
	count<=24'd0;
	else if(en)
	count<=count+24'd1;
 end
 endmodule
 module Nnad_flash_writer(
 inout [7:0] F_IO_B,
  input clk,
  input rst,
  input  en,
  input  F_RB_B,
  input [7:0]data,
  output data_get,
  output F_CLE_B,
  output F_ALE_B,
  output F_REN_B,
  output F_WEN_B,
  output done
 );
 wire com_en,data_en,address_en_0,address_en_1,address_en_2;
 wire [23:0]address;
 wire [7:0]comand,write_data;
Nnad_flash_writer_state_machine fsaf(
.clk(clk),
.rst(rst), 
.en(en),
.F_CLE_B(F_CLE_B),
.F_ALE_B(F_ALE_B),
.F_REN_B(F_REN_B),
.F_WEN_B(F_WEN_B),
.F_RB_B(F_RB_B),
.com_en(com_en),
.data_en(data_en),
.data_get(data_get),
.address_en_0(address_en_0),
.address_en_1(address_en_1),
.address_en_2(address_en_2),
.address_count(address),
.cmd(comand),
.done(done)
 );
 tri_write_con a(
.data_to_nand(F_IO_B),
.com_en(com_en),
.com(comand),
.address_en_0(address_en_0),
.address_en_1(address_en_1),
.address_en_2(address_en_2),
.address(address),
.write_data(write_data),
.data_en(data_en)
);
 reg_8_bit bit_8(
.clk(clk),
.rst(rst),
.en(data_get),
.data_in(data),
.data(write_data),
.valid()
 );
 endmodule
 module tri_write_con(
  input com_en,
  input data_en,
  input address_en_0,
  input address_en_1,
  input address_en_2,
  input [23:0]address,
  input [7:0]com,
  input [7:0]write_data,
  inout [7:0]data_to_nand
 );
 assign data_to_nand=data_en?write_data:8'bzzzzzzzz;
 assign data_to_nand=com_en?com:8'bzzzzzzzz;
 assign data_to_nand=address_en_0?address[7:  0]:8'bzzzzzzzz;
 assign data_to_nand=address_en_1?address[16: 9]:8'bzzzzzzzz;
 assign data_to_nand=address_en_2?{7'b0,address[17]}:8'bzzzzzzzz;
 endmodule
module Nnad_flash_writer_state_machine(
  input clk,
  input rst,
  input en,
  output F_CLE_B,
  output F_ALE_B,
  output F_REN_B,
  output F_WEN_B,
  output data_get,
  output com_en,
  output address_en_0,
  output address_en_1,
  output address_en_2,
  output data_en,
  output reg[7:0]cmd,
  output done,
  output [23:0]address_count,
  input  F_RB_B
 );
 reg [6:0]state,next;
 wire count_en;
 parameter idle=7'b1111111;
 parameter cmd_0x01_stage_1=7'b00_00_001;
 parameter cmd_0x01_stage_2=7'b00_00_010;
 parameter cmd_0x01_stage_3=7'b00_00_011;
 parameter cmd_0x80_stage_1=7'b00_01_001;
 parameter cmd_0x80_stage_2=7'b00_01_010;
 parameter cmd_0x80_stage_3=7'b00_01_011;
 parameter cmd_0x10_stage_1=7'b00_10_001;
 parameter cmd_0x10_stage_2=7'b00_10_010;
 parameter cmd_0x10_stage_3=7'b00_10_011;
 parameter ads_stage_1=7'b01_00000;
 parameter ads_stage_2=7'b01_00001;
 parameter ads_stage_3=7'b01_11_010;
 parameter ads_stage_4=7'b01_00011;
 parameter ads_stage_5=7'b01_11_100;
 parameter ads_stage_6=7'b01_00101;
 parameter ads_stage_7=7'b01_11_110;
 parameter ads_stage_8=7'b01_00110;
 parameter di_stage_1=7'b10_00000;
 parameter di_stage_2=7'b10_00001;
 parameter di_stage_3=7'b10_00010;
 parameter di_stage_4=7'b10_00011;
 parameter di_stage_5=7'b10_00100;
 parameter wait_F_RB=7'b1100001;
 parameter fininsh=7'b11_00000;
assign F_CLE_B=(state[6:5]==2'b00);
assign F_ALE_B=(state[6:5]==2'b01);
assign F_WEN_B=!(({state[6:5],state[1:0]}==4'b0010)|(state[6:3]==4'b0111)|(state==di_stage_3)|(state==idle)|({state[6:5],state[2:0]}==5'b00001));
assign F_REN_B=1;
assign count_en=(state==di_stage_1)&en;
assign done =(state==fininsh);
assign com_en=({state[6:5],state[2:1]}==5'b0001);
assign address_en_0=(state==ads_stage_3)|(state==ads_stage_4);
assign address_en_1=(state==ads_stage_5)|(state==ads_stage_6);
assign address_en_2=(state==ads_stage_7)|(state==ads_stage_8);
assign data_en= (state[6:5]==2'b10);
assign data_get=(state==di_stage_2); 
 count_24_bit cnt (
 .clk(clk),
 .rst(rst),
 .count(address_count),
 .en(count_en)
 );
 always@(*)
 begin
	case (state[4:3])
	2'b00:cmd=8'h01;
	2'b01:cmd=8'h80;
	2'b10:cmd=8'h10;
	default
	cmd=8'h00;
	endcase
 end
 always@(posedge clk,posedge rst)
 begin
	if(rst)
	state<=idle;
	else
	state<=next;
 end
 always@(*)
 begin
	case(state)
   idle	 	  :begin
					if(address_count>24'h3ffff)
					next=fininsh;
					else if(address_count[8])
					next=cmd_0x01_stage_1;
					else
					next=cmd_0x80_stage_1;
					end
	cmd_0x01_stage_1:next=cmd_0x01_stage_2;
	cmd_0x01_stage_2:next=cmd_0x01_stage_3;
	cmd_0x01_stage_3:next=cmd_0x80_stage_1;
	cmd_0x80_stage_1:next=cmd_0x80_stage_2;
	cmd_0x80_stage_2:next=cmd_0x80_stage_3;
	cmd_0x80_stage_3:next=ads_stage_1;
	cmd_0x10_stage_1:next=cmd_0x10_stage_2;
	cmd_0x10_stage_2:next=cmd_0x10_stage_3;
	cmd_0x10_stage_3:next=wait_F_RB;
	wait_F_RB:begin
				 if(F_RB_B)
				 next=idle;
				 else
				 next=wait_F_RB;
				 end
	ads_stage_1:next=ads_stage_2;
	ads_stage_2:next=ads_stage_3;
	ads_stage_3:next=ads_stage_4;
	ads_stage_4:next=ads_stage_5;
	ads_stage_5:next=ads_stage_6;
	ads_stage_6:next=ads_stage_7;
	ads_stage_7:next=ads_stage_8;
	ads_stage_8:next=di_stage_1;
	di_stage_1:begin
				  if(en)
					next= di_stage_2;
				  else
					next= di_stage_1;
				  end
	di_stage_2:next= di_stage_3;
	di_stage_3:next= di_stage_4;
	di_stage_4:next= di_stage_5;
	di_stage_5:begin
					if(address_count[8:0]!=9'd0)
					next=di_stage_1;
					else 
					next= cmd_0x10_stage_1;
				  end
	fininsh :next=fininsh;
	endcase
 end
 endmodule
==> design/flow/run.sh <==
#!/bin/bash
# OpenROAD 26Q1-2900-gdf79404cd8, Yosys 0.63+post, stock flow scripts
make -C /OpenROAD-flow-scripts/flow DESIGN_CONFIG=/design/flow/config.mk WORK_HOME=/design/flow/orfs finish
==> design/flow/config.mk <==
export PLATFORM = sky130hd
export DESIGN_NAME = NFC
export DESIGN_NICKNAME = NFC
export VERILOG_FILES = /design/flow/design.v
export SDC_FILE = /design/flow/constraint.sdc
export NUM_CORES = 4
export LEC_CHECK = 1
export CORE_UTILIZATION = 30
==> design/flow/constraint.sdc <==
current_design NFC

set clk_period 6.9
set clk_io_pct 0.2

create_clock -name clk0 -period $clk_period [get_ports {clk}]

set non_clock_inputs [all_inputs -no_clocks]
set_input_delay [expr $clk_period * $clk_io_pct] -clock clk0 $non_clock_inputs
set_output_delay [expr $clk_period * $clk_io_pct] -clock clk0 [all_outputs]
==> summary.txt <==
run metrics: CP Capture Type=flop, layout cells sized above 1=between 8 and 9%, min-delay worst type=flop to flop, Post-Synthesis Cells=245, Reg area=664.4 sq um, period utilisation layout=49.98%, ANT cells=0, DR WL/cell=around 12 um, I/O Buffers=11, vias in the first global route=approximately 1.5k, FP Util=31.73%, startpoint types=flop, # fillers=667, remaining routing DRC violations=0, register pins left without a clock=7, Chip Area, Yosys=2049 sq um, Yosys Warn Count=roughly 79, run status=complete, no violations, placed cells=around 320, Setup-failing EPs final=0, most used cell, CP=ha_1, CTS tree=built, Max Cap Viol=0, final hold vios=0, Final GP Congestion=0.9128, cts bufs inserted=3, Cell area leaders=dfrtp_1 (18%), dfstp_2 (9.0%), buf_4 (6.2%), Power Total=approximately 700 uW, Synth Register Bits=29, critical path arrival=3.61 ns, drt initial violations=around 140, Cell Pwr Density=315.2 nW/um^2, core box area=6459 sq um, # Cells Yosys=245, Rel. slew slack=52.28%, Worst Skew=approximately 0.0056 ns, Final min period=3.449 ns, Top cells excl fill/tap=nand2_1 (25), nor2_1 (18), conb_1 (17), slowest stage delay, CP=0.44 ns, clk slew on worst S/H paths=0.08 ns, Tot GR Track Use=11.50%, endpoints left unconstrained=14, CTS root buf=clkbuf_8, Layout area overhead=6.288%, synthesized cell area=~2000 sq um, clk latency of the worst-skew pair=0.26 ns, Worst Max-Slew Pin Slew=roughly 0.71 ns, Rows=29, count of library flops with an enable pin=0, initial antenna violation count=0, RSZ-0062 raised after global routing=false, via-per-instance ratio=5.081, area share, top type=approximately 18%, via count=1,636, Mean Syn Cell Area=8.365 sq um, postcts setup bufs=0, hold buffers post-CTS=0, most frequent logic cell in the layout=nand2_1, asr flop ratio synth=75.86%, Commonest flop=dfrtp_1, Setup CP Type=flop to flop, Die Wd=84.66 um, CP required=7.07 ns, iteration count of the initial detailed-routing pass=4, final cell count without fillers=322, chip area=7166 sq um, Top-Level Pins=29, area leader, netlist=dfrtp_1, CP max-delay cell=dfstp_2, htree depth=1, final wirelength=3908 um, leakage=0.9052 nW, peak supply drop=208.0 uV, Worst Hold Path Cells=1, grt ovf=0, global-route wire length before repair=slightly below 7000 um, post-route setup TNS=0 ns, f_max=around 0.29 GHz, largest net degree at the start of global routing=23, area of the multi-input gates=approximately 1200 sq um, max-slew violations=0, cell-by-cell trace of the critical path=nor3_2 > nand3b_1 > or3_1 > ha_1 > inv_1 > ha_1 > and3_1 > a221oi_2 > o21bai_1 > mux2_2 > o32ai_1, Max clock buf depth=2, crit-path max FO=13, worst r2r path cells=11, Cell Type Count=56, chip height=84.66 um, tool warnings=25, Post-CTS Resized=0, dpl hpwl=between 2000 and 3000 um, post-route ant nets=0
-- stage by stage --
stage	cell area, sq um	hold WS (ns)	worst slack (ns)	util, %
2_1_floorplan	2106	0.4536	3.791	-
3_3_place_gp	2123	0.4844	3.599	32.87
3_5_place_dp	2123	0.4853	3.489	32.87
4_1_cts	2178	0.4976	3.483	33.73
5_1_grt	2178	0.5079	3.260	33.73
6_report	2178	0.4938	3.451	33.73
-- registers in the layout (all words and copies together) (netlist names) --
name                       flops
b.fsaf.state                   7
a.state.state                  5
FIFO_1.data_counter.count      9
b.fsaf.next                    7
a.bit_8.valid                  1
-- where the power goes --
| part | internal (mW) | total, mW | switching (mW) | leakage (nW) |
|---|---|---|---|---|
| sequential | 0.171 | 0.233 | 0.0618 | 0.314 |
| clock | 0.0508 | 0.0917 | 0.0409 | 0.0288 |
| combinational | 0.181 | 0.362 | 0.181 | 0.562 |
| total | 0.403 | 0.687 | 0.283 | 0.905 |
-- metal layers --
layer	vias to the layer above	track usage (%)	part of all wire [%]
li1	851	-	-
met1	749	19.27	53
met2	32	17.00	44
met3	4	0.7968	2.7
met4	0	1.387	0.74
met5	-	0	0
-- cells in the mapped netlist, drive strengths merged (2+ instances only) --
cell	number
a31oi	3
dfrtp	15
ha	8
nand4b	2
nand4	4
o21bai	2
nor2	18
buf	25
nand2b	2
nand3	6
or3	4
nand2	25
and4	2
o21a	2
o2111ai	3
a22oi	2
nor2b	4
dlxtn	7
xnor2	4
dfstp	7
o211ai	3
a21oi	13
nor4	2
xor2	8
clkbuf	6
and2	4
a32oi	2
a21o	2
mux2	2
conb	2
o21ai	13
and3	4
or4	2
nor3	9
inv	10
o221ai	4
-- worst max-delay path: cells and delay by family, from the launching register on --
kind            cells  cell delay, ns
mux                 1            0.28
fa+ha+maj           2            0.60
buf+inv             1            0.28
compound gates      3            0.55
simple gates        4            1.20
flops               1            0.44
-- cells by family (layout without fill, tap and decap cells) --
kind of cell             Yosys count  in the layout  share of synthesized area (%)
latches                            7              7                          5.128
other                              2             17                         0.3664
XOR/XNOR                          12             12                          5.128
multiplexers                       2              2                          1.099
adder cells (fa/ha/maj)           10             10                          6.349
flip-flops                        22             22                          27.29
AND-OR/OR-AND                     57             57                          19.23
AND/OR/NAND/NOR                   92             92                          23.99
buffers and inverters             41             26                          11.42
-- final cells by class --
type | count | share of cell area (%)
Timing Repair Buffer | 12 | 5.399
Sequential cell | 29 | 30.50
Multi-Input combinational cell | 190 | 55.43
Inverter | 10 | 1.723
Tap cell | 77 | 4.423
Clock buffer | 4 | 2.527
-- path summary, 6_finish.rpt --
kind	from	end	slack, ns
setup / recovery	b.fsaf.state[2]	FIFO_1.data_counter.count[8]	3.45
hold / removal	FIFO_1.data_counter.count[8]	FIFO_1.data_counter.count[8]	0.49
setup reg to reg	b.fsaf.state[2]	FIFO_1.data_counter.count[8]	3.45
hold reg to reg	FIFO_1.data_counter.count[8]	FIFO_1.data_counter.count[8]	0.49
max in group asynchronous	rst	b.fsaf.state[5]	5.18
min in group asynchronous	rst	FIFO_1.data_counter.count[3]	1.44
Power is estimated from default activity; no workload was simulated.
