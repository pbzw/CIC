$ cat design/flow/config.mk
export PLATFORM = sky130hd
export DESIGN_NAME = bit_8_reg
export DESIGN_NICKNAME = bit_8_reg
export VERILOG_FILES = /design/flow/design.v
export SDC_FILE = /design/flow/constraint.sdc
export NUM_CORES = 4
export LEC_CHECK = 1
export CORE_AREA = 10 10 70 70
export DIE_AREA = 0 0 80 80
$ cat design/flow/constraint.sdc
current_design bit_8_reg

set clk_period 1.0
set clk_io_pct 0.2

create_clock -name clk0 -period $clk_period [get_ports {clk}]

set non_clock_inputs [all_inputs -no_clocks]
set_input_delay [expr $clk_period * $clk_io_pct] -clock clk0 $non_clock_inputs
set_output_delay [expr $clk_period * $clk_io_pct] -clock clk0 [all_outputs]
$ cat design/flow/design.v
module bit_8_buffer(
input clk,
input rst,
input enable,
input data_in,
output[7:0] data_out,
output  valid
);
reg [7:0] data;
reg [3:0] count;
assign data_out=data;
always@(posedge clk,posedge rst)
begin
	if(rst)
	data<=8'd0;
	else if(enable)
	data<={data[6:0],data_in};
end
always@(posedge clk,posedge rst)
begin
	if(rst)
	count<=4'd0;
	else if(enable)
	count<=(count==4'd8)?4'd1:count+4'd1;
	else
	count<=4'd0;
end
assign	valid=(count==4'd8);
endmodule
module bit_8_reg(
input clk,
input rst,
input enable,
input [7:0]data_in,
output[7:0] data_out
);
reg [7:0] data;
assign data_out=data;
always@(posedge clk,posedge rst)
begin
	if(rst)
	data<=8'd0;
	else if(enable)
	data<=data_in;
end
endmodule
$ cat design/flow/run.sh
#!/bin/bash
# OpenROAD 26Q1-2900-gdf79404cd8, Yosys 0.63+post, stock flow scripts
make -C /OpenROAD-flow-scripts/flow DESIGN_CONFIG=/design/flow/config.mk WORK_HOME=/design/flow/orfs finish
==> GITHUB_STEP_SUMMARY <==
### Flow metrics

| Metric | Value |
|---|---|
| Layout Cells excl Fill | `88` |
| Layout Skew | `0 ps` |
| Die width | `about 80 um` |
| Crit path cell chain | `buf_2` |
| Synthesized area | `335 um2` |
| Port Buffers | `18` |
| Share of the synthesized area in the top cell type | `approximately three fifths` |
| Fillers | `389` |
| Crit path required time | `800 ps` |
| # setup viols final | `0` |
| Hold Fails Final Rpt | `0` |
| CP Class | `flip-flop to output pin` |
| Post-route clock period utilization | `between 90% and 100%` |
| H-Tree Depth | `1` |
| Warnings from Yosys | `1` |
| Post-DRT Antenna Nets | `0` |
| Net Sw Frac | `between 15 and 20%` |
| Cell Type Count | `4` |
| Crit-path slowest cell | `dfrtp_1` |
| Tool warnings | `25` |
| ANT cells | `0` |
| Global-route usage over all layers | `2.80%` |
| Slew margin rel. | `around four fifths` |
| DR iter-0 viols | `13` |
| Initial antenna violation count | `0` |
| CTS tree | `yes` |
| Fp util | `9.82%` |
| Post-Synthesis Cells | `18` |
| Ports | `19` |
| DRC violations left | `0` |
| Pleak | `0.275 nW` |
| #FFs+latches synth | `8` |
| Max stage delay on crit path | `380 ps` |
| Share of layout cells above drive strength 1 | `~55%` |
| Post-synth top cells | `dfrtp_1 (8), mux2_4 (8), buf_6 (1), inv_1 (1)` |
| Die H | `80 um` |
| Synth area leader | `dfrtp_1` |
| Bufs and invs on worst path | `1` |
| Via count of the first global-routing pass | `272` |
| Max rail drop VDD | `~0.00026 V` |
| Layout area overhead | `74.6%` |
| Clock Path Buffers | `2` |
| Psw | `0.000151 W` |
| FFs w/ async S/R, synth | `100%` |
| Hold buffer count at CTS | `0` |
| Seq pwr share | `approximately 49%` |
| Vias/cell | `2.52` |
| Design area | `586 um2` |
| EDFF count, synth | `0` |
| Pin count of the biggest net entering global routing | `9` |
| Die ar. | `6400 um2` |
| Worst-Skew Late Latency | `roughly 240 ps` |
| HP Class | `primary input to async pin` |
| Ys cells | `18` |
| Placed cells | `between 80 and 90` |
| Internal Power | `0.000615 W` |
| Synth area leaders | `dfrtp_1 (60%), mux2_4 (36%), buf_6 (3.4%)` |
| DR pass1 iterations | `2` |
| Row cnt | `21` |
| Critical path depth | `1` |
| Max-slew violations | `0` |
| Yosys Chip Area | `approximately 340 um2` |
| DRT Wirelength | `876 um` |
| Fmax | `1060 MHz` |
| Number of flip-flops in the largest register | `8` |
| Clock Sinks | `8` |
| Worst-path clk slew | `50 ps` |
| Crit path max-delay family | `flip-flops` |
| First-pass GRT wire length | `between 1000 and 1500 um` |
| Post-synth seq share | `59.7%` |
| Critical Path End Type | `output pin` |
| Avg Inst Size Synth | `18.6 um2` |
| Gpl congestion | `0.708` |
| Largest Register | `data` |
| Placed cell area | `just under 600 um2` |
| Worst Setup SP | `data[3]` |
| Clock network fraction of design power | `30.4%` |
| Clock root buffer | `clkbuf_4` |
| RSZ-0062 raised after global routing | `no` |
| Outcome | `finished clean` |
| DR vias | `222` |
| Nature of the critical path startpoint | `flip-flop` |
| PD cells | `1310 nW/um2` |
| Final Critical Period | `approximately 950 ps` |
| Critical path arrival | `about 750 ps` |
| Per-cell routed wire length | `9.95 um` |
| Worst slew pin tran | `just under 300 ps` |
| Combinational cell fraction of total power | `between 20% and 30%` |
| Worst Reg-to-Reg Cells | `2` |
| Max cap viols | `0` |
| Synth Flop Type | `dfrtp_1` |
| Biggest regs | `data x8` |
| Core area | `between 3000 and 4000 um2` |
| Critical Path Fanout Max | `2` |
| FF-to-FF Start | `data[0]` |
| CTS Buf Count | `3` |
| Grt total ovfl | `0` |
==> per-stage QoR <==
| stage | util, % | hold slack [ps] | TNS, ps | power (W) | setup slack (ps) |
|---|---|---|---|---|---|
| 2_1_floorplan | - | 15.7 | 0 | 0.000436 | 258 |
| 3_3_place_gp | 17.5 | 465 | -2210 | 0.000569 | -269 |
| 3_5_place_dp | 17.5 | 467 | -2220 | 0.000570 | -278 |
| 4_1_cts | 18.0 | 210 | 0 | 0.000797 | 2.18 |
| 5_1_grt | 17.1 | 243 | 0 | 0.000820 | 11.2 |
| 6_report | 17.1 | 204 | 0 | 0.000766 | 54.6 |
==> final timing paths <==
| path | slack (ps) | end |
|---|---|---|
| worst max register to register | 120 | data[0] |
| worst min register to register | 510 | data[4] |
| max in group asynchronous | 570 | data[7] |
| worst min-delay path | 200 | data[0] |
| min in group clk0 | 510 | data[4] |
| worst max-delay path | 50 | data_out[3] |
==> layer usage <==
| metal | wire (um) | global-route usage [%] |
|---|---|---|
| met1 | 345 | 3.25 |
| met2 | 423 | 4.41 |
| met3 | 65 | 0.909 |
| met4 | 41 | 1.58 |
| met5 | 0 | 0 |
==> layout make-up <==
| class | instances | area (um2) | area share, % |
|---|---|---|---|
| Clock buffer | 3 | 22.5 | 3.85 |
| Inverter | 1 | 3.75 | 0.641 |
| Multi-Input combinational cell | 8 | 120 | 20.5 |
| Sequential cell | 8 | 200 | 34.2 |
| Tap cell | 46 | 57.6 | 9.83 |
| Timing Repair Buffer | 22 | 181 | 31.0 |
==> power by group through the flow <==
stage / sequential [W] / combinational, W / clock, W
after CTS: 0.000374 / 0.000183 / 0.000240
after global routing: 0.000383 / 0.000173 / 0.000264
final: 0.000374 / 0.000159 / 0.000233
==> cells by family (layout without fill, tap and decap cells) <==
kind of cell	count (synthesis)	count (layout)	share of synthesized area, %
buffers and inverters	2	26	4.48
muxes	8	8	35.8
DFF	8	8	59.7
==> cells in the final DEF, fill, tap and decap left out <==
master           n
buf_12           1
buf_2            5
buf_4            3
clkbuf_2         3
clkbuf_4         3
clkdlybuf4s50_1  9
dfrtp_1          8
dlygate4sd2_1    1
inv_1            1
mux2_4           8
==> timing repair <==
item / 4_1_cts / 5_1_grt
endpoints found under the hold margin: 0 / 0
pin swaps: 0 / 0
gates resized: 22 / 3
buffers inserted: 3 / 0
endpoints found under the setup margin: 16 / 5
Power figures rest on the tool's default switching activity, not on a simulated workload.
